==> flow/design.v <==
module branch_comp(
	input [31:0] data_A,
	input [31:0] data_B,
	input unsigned_comp,  
	output branch_eq,
	output branch_lt
	);
	reg placeholder;
	assign branch_eq = (data_A == data_B);
	assign branch_lt = data_A < data_B;
endmodule  
==> flow/run.sh <==
#!/bin/bash
# OpenROAD 26Q1-2900-gdf79404cd8, Yosys 0.63+post, stock flow scripts
make -C /OpenROAD-flow-scripts/flow DESIGN_CONFIG=/design/flow/config.mk WORK_HOME=/design/flow/orfs finish
==> flow/config.mk <==
export PLATFORM = sky130hd
export DESIGN_NAME = branch_comp
export DESIGN_NICKNAME = branch_comp
export VERILOG_FILES = /design/flow/design.v
export SDC_FILE = /design/flow/constraint.sdc
export NUM_CORES = 4
export LEC_CHECK = 1
export CORE_AREA = 10 10 95 95
export DIE_AREA = 0 0 105 105
==> flow/constraint.sdc <==
current_design branch_comp

set clk_period 2.5
set clk_io_pct 0.2

create_clock -name clk0 -period $clk_period

set non_clock_inputs [all_inputs -no_clocks]
set_input_delay [expr $clk_period * $clk_io_pct] -clock clk0 $non_clock_inputs
set_output_delay [expr $clk_period * $clk_io_pct] -clock clk0 [all_outputs]
==> results.py <==
# Auto-generated metrics
metrics = {
    "synthesis": {
        "ys_warn_count": 0,
        "yosys_area_um2": 808.3,
        "ys_cells": 115,
        "syn_inst": 115,
        "ys_types": 22,
        "syn_area_um2": 808.3,
        "avgSynthCellArea_um2": 7.028,
        "synth_seq_share": 0,
    },
    "route": {
        "first_pass_iters": 4,
        "drt_iter0_markers": 8,
        "routed-via-count": 1045,
        "drtAntennaViolNets": 0,
        "wl_per_cell_um": 11.14,
        "wl_um": 3230,
        "via_per_inst": 3.603,
        "drc": 0,
    },
    "power_and_ir_drop": {
        "p_int_w": 0.0001653,
        "power.switching_w": 0.0001250,
        "p_sw_frac": 0.4306,
        "p_clk_frac": 0,
        "powerDensity_nw_per_um2": 147.2,
        "peakVddDrop_v": 0.00004943,
        "power_frac_seq": 0,
        "pwr-share-comb": 1.000,
        "p_leak_nw": 0.9068,
    },
    "final_layout": {
        "layout-drive-gt1-share": 0.6373,
        "clock_buffers": 0,
        "nFillCells": 736,
        "area_growth_pct": 144.0,
        "finish.instance_area_um2": 1972,
        "logic_area_um2": 1155,
        "mostFrequentLayoutCells": "ha_4, dlygate4sd2_1, buf_2",
        "seq_area_um2": 0,
        "ff_count": 0,
    },
    "setup_path": {
        "worstPathMaxFanout": 2,
        "cp_data_required_time_ns": 2.00,
        "start_kind": "input port",
        "endpoint_kind": "primary output",
        "cp.arrival_ns": 2.24,
        "crit_type": "input port to primary output",
    },
    "outcome": {
        "status": "finished, violations left",
        "violations": "setup timing",
    },
    "final_timing": {
        "rsz0062_at_grt": "yes",
        "final_max_slew_viol_count": 0,
        "slew-limit-headroom": 0.8454,
        "min_period_ns": 2.736,
        "worst_slew_pin_slew_ns": 0.2294,
        "setup_viol": 1,
        "period_used_share": 1.094,
        "post-route-worst-setup-slack_ns": -0.2362,
        "hold_viol": 0,
        "fmax_mhz": 365.5,
    },
    "floorplan": {
        "die_area_um2": 11030,
        "std_cell_rows": 30,
        "die_h_um": 105,
        "fp_util": 0.1170,
        "coreArea_um2": 6907,
        "pin_count": 67,
        "die_x_um": 105,
    },
    "global_routing": {
        "grt_overflow": 0,
        "grt_pass1_vias": 1143,
        "antenna_found_initial": 1,
        "grt_max_degree": 4,
        "grt_pass1_wl_um": 5333,
        "grt_usage": 0.05598,
    },
    "placed_design": {
        "place_area_um2": 1642,
        "finalWeightedCongestion": 0.7336,
        "dp_hpwl_um": 2777,
        "pre_cts_slack_ns": -1.158,
        "portBuffers": 66,
    },
    "run": {
        "tool_warnings": 35,
        "drv_cap": 0,
    },
    "worst_hold_path": {
        "hold_path.class": "input port to primary output",
    },
    "clock_tree": {
        "holdBufCountCts": 0,
    },
}
metal layers:
| layer | track usage | vias to the layer above | share of wire |
|---|---|---|---|
| met1 | 0.07920 | 449 | 0.51 |
| met2 | 0.09030 | 43 | 0.41 |
| li1 | - | 553 | - |
| met4 | 0 | 0 | 0 |
| met5 | 0 | - | 0 |
| met3 | 0.01180 | 0 | 0.076 |
cells by family (layout without fill, tap and decap cells):
logic type                 count (synthesis)  count (layout)  share of synthesized area
adders and majority gates                 32              32                     0.4954
buffers and inverters                     32             110                     0.1486
and+or+nand+nor                           29              29                     0.1858
AOI/OAI and AO/OA                         22              22                     0.1703
other                                      0               1                          0
worst max-delay path: stages:
cell and delay [ns]:
buf_6 0.10, inv_4 0.04, ha_4 0.19, a21oi_2 0.11, nor2_1 0.05, a211o_1 0.26, or4b_4 0.54, a2111oi_4 0.28
buf_2 0.15
cell usage after synthesis, drive strengths merged:
cell      n  area share
a2111oi   1       0.019
a211o     1       0.011
a211oi    1      0.0093
a21boi    1      0.0093
a21o      1      0.0093
a21oi    11       0.068
a221oi    1       0.011
and4      2       0.022
ha       32        0.50
inv      32        0.15
nand2    10       0.050
nand3     2       0.012
nand4     4       0.031
nor2      6       0.028
nor2b     2       0.015
nor4      1      0.0077
o211ai    1      0.0093
o21ai     4       0.025
or3       1      0.0077
or4b      1       0.012
power by group through the flow:
stage / logic, W / registers [W] / clock network (W)
CTS: 0.000281 / 0 / 0
global route: 0.000329 / 0 / 0
finish: 0.000290 / 0 / 0.0000000000534
timing repair:
item | in CTS | in global routing
resized | 225 | 25
pin swaps | 57 | 14
endpoints found under the setup margin | 2 | 2
buffers inserted | 3 | 2
cell type report:
type                            instances  area share
Multi-Input combinational cell         83      0.5857
Timing Repair Buffer                   78      0.2900
Inverter                               32     0.06218
Tap cell                               96     0.06091
Antenna cell                            1    0.001269
metrics by stage:
step | setup TNS [ns] | utilization | hold slack [ns] | total power, W | cells
after floorplan | 0 | - | 1.165 | 0.00008623 | 115
after global placement | -1.870 | 0.2377 | 2.093 | 0.0002210 | 284
after detailed placement | -1.844 | 0.2377 | 2.083 | 0.0002234 | 284
after CTS | -0.2383 | 0.2804 | 1.418 | 0.0002815 | 287
after global routing | -0.3335 | 0.2851 | 1.401 | 0.0003286 | 289
final | -0.2362 | 0.2855 | 1.382 | 0.0002904 | 290
path summary, 6_finish.rpt:
kind	endpoint	from	slack (ns)	cells after the start
setup / recovery	branch_lt	data_B[13]	-0.24	9
hold / removal	branch_lt	data_A[31]	1.38	4
Power and IR drop assume default switching activity.
