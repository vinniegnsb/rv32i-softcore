File: /design/flow/design.v
module wb_select_mux(
	input data_select,
	input [31:0] data_1,
	input [31:0] data_2,
	output [31:0] data_out);
	assign data_out = data_select ? data_2 : data_1;
endmodule  
File: /design/flow/run.sh
#!/bin/bash
# OpenROAD 26Q1-2900-gdf79404cd8, Yosys 0.63+post, stock flow scripts
make -C /OpenROAD-flow-scripts/flow DESIGN_CONFIG=/design/flow/config.mk WORK_HOME=/design/flow/orfs finish
File: /design/flow/config.mk
export PLATFORM = sky130hd
export DESIGN_NAME = wb_select_mux
export DESIGN_NICKNAME = wb_select_mux
export VERILOG_FILES = /design/flow/design.v
export SDC_FILE = /design/flow/constraint.sdc
export NUM_CORES = 4
export LEC_CHECK = 1
export CORE_AREA = 10 10 71 71
export DIE_AREA = 0 0 81 81
File: /design/flow/constraint.sdc
current_design wb_select_mux

set clk_period 1.0
set clk_io_pct 0.2

create_clock -name clk0 -period $clk_period

set non_clock_inputs [all_inputs -no_clocks]
set_input_delay [expr $clk_period * $clk_io_pct] -clock clk0 $non_clock_inputs
set_output_delay [expr $clk_period * $clk_io_pct] -clock clk0 [all_outputs]
==> metrics.txt <==
# HELP chip_impl_metric Synthesis and place-and-route metrics
# TYPE chip_impl_metric gauge
chip_impl_metric{name="final_util",unit="%"} 43.8
chip_impl_metric{name="drt_pre_antenna_iters",unit=""} 2
chip_impl_metric{name="area_delta_synth_final",unit="%"} 192
chip_impl_metric{name="layout.filler_cells",unit=""} 357
chip_impl_metric{name="grt_pass1_vias",unit=""} 764
chip_impl_metric{name="first_iter_violations",unit=""} 3
chip_impl_metric{name="final.setup.tns",unit="ns"} -3.30
chip_impl_metric{name="num_io_pins",unit=""} 97
chip_impl_metric{name="drc",unit=""} 0
chip_impl_metric{name="layout.clock_buffers",unit=""} 0
chip_impl_metric{name="min_delay_path_depth",unit=""} 3
chip_impl_metric{name="post_route_cells_drive_above_1_share",unit="%"} 54.0
chip_impl_metric{name="first_pass_grt_wire_length",unit="um"} 4140
chip_impl_info{name="synth.most_common_cell",value="sky130_fd_sc_hd__mux2_4"} 1
chip_impl_metric{name="timing_max_transition_violations_final",unit=""} 0
chip_impl_metric{name="netlist-cell-type-count",unit=""} 4
chip_impl_info{name="critical_path_class",value="in -> out"} 1
chip_impl_metric{name="wirelength_routed",unit="um"} 2880
chip_impl_metric{name="floorplan.die_area",unit="um2"} 6560
chip_impl_metric{name="holdBufCountCts",unit=""} 0
chip_impl_metric{name="fmax",unit="MHz"} 848
chip_impl_metric{name="routabilityCongestion",unit=""} 0.832
chip_impl_metric{name="grt_remaining_overflow",unit=""} 0
chip_impl_info{name="path_common_cell",value="sky130_fd_sc_hd__buf_12"} 1
chip_impl_metric{name="worst_path_largest_cell_delay",unit="ns"} 0.29
chip_impl_metric{name="grt_max_degree",unit=""} 11
chip_impl_metric{name="ir_drop",unit="V"} 0.000169
chip_impl_metric{name="detail-route-antenna-nets",unit=""} 0
chip_impl_metric{name="fp_util",unit="%"} 15.0
chip_impl_metric{name="critical_path_arrival",unit="ns"} 0.98
chip_impl_metric{name="antenna_cells",unit=""} 0
chip_impl_metric{name="port_buffers",unit=""} 97
chip_impl_metric{name="pwr_density_cell",unit="nW/um2"} 392
chip_impl_metric{name="postSynthCellCount",unit=""} 36
chip_impl_info{name="holdCritPathClass",value="in -> out"} 1
chip_impl_metric{name="chipWidth",unit="um"} 81
chip_impl_metric{name="post_synth_instance_area",unit="um2"} 544
chip_impl_info{name="violated_checks",value="setup timing"} 1
chip_impl_metric{name="synthDominantCellAreaShare",unit="%"} 82.8
chip_impl_metric{name="report.final.hold_viol_count",unit=""} 0
chip_impl_metric{name="final_setup_violations",unit=""} 32
chip_impl_info{name="worst_hold_endpoint",value="data_out[29]"} 1
chip_impl_metric{name="area.combinational",unit="um2"} 477
chip_impl_metric{name="worst_slew_pin_slew",unit="ns"} 0.0870
chip_impl_metric{name="rows",unit=""} 22
chip_impl_metric{name="core_region_area",unit="um2"} 3630
chip_impl_metric{name="die-height",unit="um"} 81
chip_impl_metric{name="numSequentialCells",unit=""} 0
chip_impl_metric{name="tool_warnings",unit=""} 34
chip_impl_metric{name="critical_path_required",unit="ns"} 0.80
chip_impl_metric{name="crit_fanout",unit=""} 6
chip_impl_info{name="worstHoldStart",value="data_2[29]"} 1
chip_impl_metric{name="yosysWarningCount",unit=""} 0
chip_impl_metric{name="synth.avg_cell_area",unit="um2"} 15.1
chip_impl_metric{name="post_drt_via_cell_ratio",unit=""} 3.82
chip_impl_info{name="critPathLaunchType",value="primary input"} 1
chip_impl_info{name="critPathCaptureType",value="primary output"} 1
chip_impl_metric{name="grtUsageTotal",unit="%"} 7.79
chip_impl_metric{name="fin_worst_hold_slack",unit="ns"} 0.691
chip_impl_info{name="cp_slowest_cell",value="sky130_fd_sc_hd__mux2_4"} 1
chip_impl_metric{name="antenna_violations_before_repair",unit=""} 0
chip_impl_metric{name="post-route-worst-setup-slack",unit="ns"} -0.179
chip_impl_metric{name="relSlewSlack",unit="%"} 94.2
chip_impl_info{name="run_status",value="finished, violations left"} 1
chip_impl_metric{name="leakagePower",unit="nW"} 0.872
chip_impl_metric{name="detailed_place_hpwl",unit="um"} 2500
chip_impl_metric{name="yosys-stat-cells",unit=""} 36
chip_impl_metric{name="yosys.stat.chipArea",unit="um2"} 544
chip_impl_metric{name="maxCapViolations",unit=""} 0
chip_impl_metric{name="finalCritPeriodShare",unit="%"} 118
chip_impl_info{name="post_synth_most_frequent_cells",value="sky130_fd_sc_hd__mux2_4, sky130_fd_sc_hd__buf_12, sky130_fd_sc_hd__mux2_2"} 1
chip_impl_metric{name="wire_per_inst",unit="um"} 15.4
chip_impl_metric{name="layout.area.seq",unit="um2"} 0
chip_impl_info{name="synthDominantAreaCellType",value="sky130_fd_sc_hd__mux2_4"} 1
chip_impl_metric{name="yosys.stat.seqShare",unit="%"} 0
chip_impl_info{name="critical_path.cell_chain",value="buf_12 > buf_12 > buf_12 > mux2_4 > buf_6"} 1
chip_impl_info{name="rsz0062_at_grt",value="true"} 1
chip_impl_metric{name="post-route-min-period",unit="ns"} 1.18
chip_impl_info{name="topCellsByArea",value="sky130_fd_sc_hd__mux2_4, sky130_fd_sc_hd__buf_12, sky130_fd_sc_hd__mux2_2, sky130_fd_sc_hd__buf_6"} 1
chip_impl_metric{name="vias",unit=""} 715
## power by group
part,leakage (nW),switching [mW],internal (mW)
registers,0,0,0
logic,0.872,0.137,0.487
clock network,0,0,0
## cells by family after synthesis
| logic type | Yosys count | synth area share, % |
|---|---|---|
| buffers and inverters | 4 | 13.1 |
| multiplexers | 32 | 86.9 |
## worst max path at each step
stage	to	cells past startpoint	slack (ns)	from
5_1_grt	data_out[31]	3	-0.20	data_2[31]
4_1_cts	data_out[4]	5	-0.18	data_select
6_report	data_out[4]	5	-0.18	data_select
## critical path, delay by kind of cell
family | cells | cell delay [ns]
mux | 1 | 0.29
buf+inv | 4 | 0.48
## metrics by stage
step	total power, mW	std cells	setup WS [ns]	cell area (um2)
floorplan	0.206	36	0.0669	544
global placement	0.656	179	-0.504	1540
detailed placement	0.661	179	-0.512	1540
CTS	0.614	186	-0.181	1540
global route	0.666	187	-0.196	1590
finish	0.624	187	-0.179	1590
## layout by cell type, fill, tap and decap left out, drive strengths merged
cell type,Yosys,final
clkdlybuf4s50,0,9
dlymetal6s2s,0,4
dlygate4sd2,0,51
mux2,32,32
buf,4,43
## what timing repair did
| action | in CTS | in global routing |
|---|---|---|
| gates resized | 171 | 10 |
| endpoints found under the setup margin | 32 | 32 |
| cloned | 2 | 0 |
| hold endpoints to repair | 0 | 0 |
| buffers inserted | 5 | 1 |
## final cells by class
| cell class | count | area share, % |
|---|---|---|
| multi-input combinational | 32 | 30.0 |
| timing repair buffer | 107 | 66.2 |
| tap | 48 | 3.78 |
## routing by layer
layer | GRT usage, % | vias to the layer above | part of all wire (%)
met1 | 9.03 | 320 | 37
met2 | 14.3 | 50 | 50
li1 | - | 345 | -
met5 | 0 | - | 0
met3 | 2.78 | 0 | 12
met4 | 0 | 0 | 0
Power is estimated from default activity; no workload was simulated.
