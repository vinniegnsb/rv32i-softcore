--- flow/config.mk ---
export PLATFORM = sky130hd
export DESIGN_NAME = data_select_mux
export DESIGN_NICKNAME = data_select_mux
export VERILOG_FILES = /design/flow/design.v
export SDC_FILE = /design/flow/constraint.sdc
export NUM_CORES = 4
export LEC_CHECK = 1
export CORE_AREA = 10 10 70 70
export DIE_AREA = 0 0 80 80
--- flow/constraint.sdc ---
current_design data_select_mux

set clk_period 1.0
set clk_io_pct 0.2

create_clock -name clk0 -period $clk_period

set non_clock_inputs [all_inputs -no_clocks]
set_input_delay [expr $clk_period * $clk_io_pct] -clock clk0 $non_clock_inputs
set_output_delay [expr $clk_period * $clk_io_pct] -clock clk0 [all_outputs]
--- flow/design.v ---
module register_file(
	input clk,
	input [4:0] addr_D,
	input [4:0] addr_A,
	input [4:0] addr_B,
	input [31:0] data_D,			 
	input reg_write_en,
	output reg [31:0] data_A,		 
	output reg [31:0] data_B,		 
    output reg [31:0] memory_at_D
	);
	reg [31:0] register_array [31:0];
	integer i;
	initial begin
		for (i = 0; i < 32; i = i + 1)
			register_array[i] = 0;
	end
    always @(*) begin
        data_A = register_array[addr_A];
        data_B = register_array[addr_B];
        memory_at_D = register_array[addr_D];
    end
    always @(posedge clk) begin
        if ((reg_write_en)) begin
            register_array[addr_D] <= data_D;
            $display("T%0d; %0d stored at x%0d\n", $time, data_D, addr_D);
        end
    end
endmodule  
module ID_stage(
	input clk,
	input [31:0] instr,
	input [31:0] data_D,
	output [31:0] data_A,
	output [31:0] data_B,
	output reg [31:0] immediate,
	output reg [3:0] alu_sel,
	output reg alu_data_A_sel,
	output reg alu_data_B_sel,
	output [31:0] reg_data_D_reading
	);
	reg [6:0] opcode;
	reg [2:0] func3;
	reg [6:0] func7;
	reg reg_write_en;
	register_file my_register_file(
		.clk 			(clk),
		.addr_D			(instr[11:7]),
		.addr_A			(instr[19:15]),
		.addr_B			(instr[24:20]),
		.data_D			(data_D),			 
		.reg_write_en	(reg_write_en),
		.data_A 		(data_A),			 
		.data_B 		(data_B),			 
		.memory_at_D	(reg_data_D_reading)
		);
	always @(*) begin
		opcode = instr[6:0];
		func3 = instr[14:12];
		func7 = instr[31:25];
		$display("Time: %0d", $time);
		$display("Instr: %0b", instr);
		$display("Opcode: %0b", opcode);
	end
	always @(*) begin
		case (opcode)
			7'b0110111:
				;
			7'b0010111:
				;
			7'b1101111:
				;
			7'b1100111:
				;
			7'b1100011:
				case (func3)
					3'b000:
						;
					3'b001:
						;
					3'b100:
						;
					3'b101:
						;
					3'b110:
						;
					3'b111:
						;
				endcase
			7'b0000011:
				case (func3)
					3'b000:
						;
					3'b001:
						;
					3'b010:
						;
					3'b100:
						;
					3'b101:
						;
				endcase
			7'b0100011:
				case (func3)
					3'b000:
						;
					3'b001:
						;
					3'b010:
						;
				endcase
			7'b0010011: begin
				$display("\nentered!\n");
				alu_data_A_sel = 1'b0;
				alu_data_B_sel = 1'b1;	 
				reg_write_en = 1'b1;
				$display("Time: %0d", $time);
				$display("Instr: %0b", instr);
				$display("Opcode: %0b", opcode);
				case (func3)
					3'b000: begin
						alu_sel = 4'd0;
						immediate = $signed({{20{instr[31]}}, instr[31:20]});
					end	
					3'b010: begin
						alu_sel = 4'd5;
						immediate = $signed({{20{instr[31]}}, instr[31:20]});
					end
					3'b011: begin
						alu_sel = 4'd6;
						immediate = $signed({{20{instr[31]}}, instr[31:20]});
					end
					3'b100: begin
						alu_sel = 4'd4;
						immediate = $signed({{20{instr[31]}}, instr[31:20]});
					end
					3'b110: begin
						alu_sel = 4'd3;
						immediate = $signed({{20{instr[31]}}, instr[31:20]});
					end
					3'b111: begin
						alu_sel = 4'd2;
						immediate = $signed({{20{instr[31]}}, instr[31:20]});
					end
					3'b001: begin
						alu_sel = 4'd7;
						immediate = $signed({{27{instr[24]}}, instr[24:20]});
					end
					3'b101:
						case (func7)  
							7'b0000000: begin
								alu_sel = 4'd8;
								immediate = $signed({{27{instr[24]}}, instr[24:20]});
							end
							7'b0100000: begin
								alu_sel = 4'd9;
								immediate = $signed({{27{instr[24]}}, instr[24:20]});
							end
						endcase
				endcase
			end
			7'b0110011: begin
				alu_data_A_sel = 1'b0;
				alu_data_B_sel = 1'b0;
				reg_write_en = 1'b1;
				$display("Time: %0d", $time);
				$display("Instr: %0b", instr);
				$display("Opcode: %0b", opcode);
				case (func3)
					3'b000:
						case (func7)
							7'b0000000:
								alu_sel = 4'd0;
							7'b0100000:
								alu_sel = 4'd1;
						endcase
					3'b001:
						alu_sel <= 4'd7;
					3'b010:
						alu_sel <= 4'd5;
					3'b011:
						alu_sel <= 4'd6;
					3'b100:
						alu_sel <= 4'd4;
					3'b101:
						case (func7)
							7'b0000000:
								alu_sel <= 4'd8;
							7'b0100000:
								alu_sel <= 4'd9;
						endcase
					3'b110:
						alu_sel <= 4'd3;
					3'b111:
						alu_sel <= 4'd2;
				endcase
			end
			7'b0001111:
				;
			7'b1110011:
				;
			7'b1110011:
				;
			default:  
				;
		endcase
	end
endmodule  
module alu(
	input [3:0] alu_ctrl,
	input   [31:0] data_A,
	input   [31:0] data_B,
	output reg [31:0] data_out
	);
	always @(*) begin
		case (alu_ctrl)
			4'd0: data_out = data_A + data_B; 					 
			4'd1: data_out = data_A - data_B; 					 
			4'd2: data_out = data_A & data_B; 					 
			4'd3: data_out = data_A | data_B; 					 
			4'd4: data_out = data_A ^ data_B; 					 
			4'd5: data_out = $signed(data_A) < $signed(data_B);  
			4'd6: data_out = data_A < data_B; 					 
			4'd7: data_out = data_A << data_B[4:0]; 			 
			4'd8: data_out = data_A >> data_B[4:0]; 			 
			4'd9: data_out = $signed(data_A >> data_B[4:0]); 	 
			default: data_out = 0; 								 
		endcase
		$display("data_A: %0d data_B: %0d data_out: %0d", data_A, data_B, data_out);
		$display("alu_ctrl: %0d\n", alu_ctrl);
	end
endmodule
module data_select_mux(
	input data_select,
	input [31:0] data_1,
	input [31:0] data_2,
	output [31:0] data_out);
	assign data_out = data_select ? data_2 : data_1;
endmodule  
module EX_stage(
	input [3:0] alu_sel,
	input [31:0] data_A,
	input [31:0] data_B,
	input [31:0] immediate,
	input [31:0] pc,
	input mux_A_sel,
	input mux_B_sel,
	output [31:0] data_out
	);
	wire [31:0] alu_input_A;
	wire [31:0] alu_input_B;
	always @(*) begin
		$display("alu_input_A: %0d\nalu_input_B: %0d", alu_input_A, alu_input_B);
		$display("immediate: %0d", immediate);
		$display("mux_B_sel: %0d", mux_B_sel);
	end
	assign alu_input_A = mux_A_sel ? pc : data_A;
	assign alu_input_B = mux_B_sel ? immediate : data_B;
	alu my_alu(
		.alu_ctrl		(alu_sel),
		.data_A			(alu_input_A),
		.data_B			(alu_input_B),
		.data_out		(data_out)
		);
endmodule  
module WB_stage(
	input [1:0] WB_sel,
	input [31:0] next_pc,
	input [31:0] alu_result,
	input [31:0] read_data,
	output reg [31:0] selected_data
	);
	always @(*) begin
		case (WB_sel)
			2'd0 : selected_data = read_data;
			2'd1 : selected_data = alu_result;
			2'd2 : selected_data = next_pc;
			default : selected_data = 32'd0;
		endcase
	end
endmodule  
module top(
	input clk,
	input reset,
	input [31:0] instr
	);
	wire [31:0] writeback_data;
	wire [31:0] ID_to_EX_data_A;
	wire [31:0] ID_to_EX_data_B;
	wire [31:0] ID_to_EX_immediate;
	wire [3:0] ID_to_EX_alu_sel;
	wire ID_to_EX_mux_A_sel;
	wire ID_to_EX_mux_B_sel;
	wire [31:0] alu_result;
	reg [31:0] pc = 0;
	reg [31:0] data = 0;
	ID_stage my_ID_stage(
		.clk 			(clk),
		.instr 			(instr),
		.data_D 		(writeback_data),
		.data_A			(ID_to_EX_data_A),
		.data_B 		(ID_to_EX_data_B),
		.immediate 		(ID_to_EX_immediate),
		.alu_sel		(ID_to_EX_alu_sel),
		.alu_data_A_sel (ID_to_EX_mux_A_sel),
		.alu_data_B_sel (ID_to_EX_mux_B_sel)
		);
	EX_stage my_EX_stage(
		.alu_sel 		(ID_to_EX_alu_sel),
		.data_A 		(ID_to_EX_data_A),
		.data_B 		(ID_to_EX_data_B),
		.immediate 		(ID_to_EX_immediate),
		.pc 			(pc),
		.mux_A_sel 		(ID_to_EX_mux_A_sel),
		.mux_B_sel 		(ID_to_EX_mux_B_sel),
		.data_out 		(alu_result)
		);
	WB_stage my_WB_stage(
		.WB_sel			(2'b1),
		.next_pc		(pc),
		.alu_result		(alu_result),
		.read_data		(data),
		.selected_data	(writeback_data)
		);
endmodule  
--- flow/run.sh ---
#!/bin/bash
# OpenROAD 26Q1-2900-gdf79404cd8, Yosys 0.63+post, stock flow scripts
make -C /OpenROAD-flow-scripts/flow DESIGN_CONFIG=/design/flow/config.mk WORK_HOME=/design/flow/orfs finish
==> reports/metrics.cfg <==
[run_status]
outcome = finished with violations
violations = negative setup slack

[timing]
report.final.hold_viol_count = 0
worst-slew-pin-transition_ps = 61.11
timing.final.max_slew_violations = 0
finalCritPeriodShare_pct = 117.5
final.setup.worst_slack_ps = -175.4
relSlewSlack_pct = 95.92
report.final.setup_viol = 32
fmaxAchievable_ghz = 0.8508
grt_setup_unrepaired = true
finalWorstPathRequiredPeriod_ps = 1175

[drt]
detail_route.wirelength_mm = 2.849
final_routed_wire_length_divided_by_cell_count_um = 14.84
detail-route-antenna-nets = 0
detail_route.iter0.violations = 4
drc_errors = 0
diodes = 0
vias = 730
route.detailed.vias_per_inst = 3.802
dr.pass1.iters = 2

[die]
rows = 21
die_h_um = 80
fp.dieW_um = 80
core_area_um2 = 3416
die_area_um2 = 6400
initial_utilization_pct = 15.93
ioPinCount = 97

[logic_synthesis]
netlist.area_leader.share_pct = 82.76
yosys-stat-cells = 36
synth_area_um2 = 544.3
portion_of_the_post_synthesis_area_used_by_sequential_elements_pct = 0
instance_count_of_the_mapped_netlist = 36
post-synth-top-count-cell = sky130_fd_sc_hd__mux2_4
mean_post_synth_cell_area_um2 = 15.12
synthesis.yosys.warnings = 0
netlist_cell_types = 4
synth_chip_area_um2 = 544.3
synth.top_cells.by_area = sky130_fd_sc_hd__mux2_4 (83%), sky130_fd_sc_hd__buf_12 (11%), sky130_fd_sc_hd__mux2_2 (4.1%)
yosys-top-cells-count = sky130_fd_sc_hd__mux2_4 (30), sky130_fd_sc_hd__buf_12 (3), sky130_fd_sc_hd__mux2_2 (2), sky130_fd_sc_hd__buf_6 (1)
post-synth-top-area-cell = sky130_fd_sc_hd__mux2_4

[setup_path]
critPathMaxStageDelay_ps = 300
cp_slowest_cell = sky130_fd_sc_hd__mux2_4
cp_common_cell = sky130_fd_sc_hd__buf_12
timing.critical_path.cells = buf_12 -> buf_12 -> buf_8 -> mux2_4 -> buf_6
timing.critical_path.to_type = output port
crit_path_max_fanout = 7
worst-setup-path-type = in2out
worst_ep_required_time_ps = 800
startpoint_type_of_the_worst_setup_path = input port
crit_arrival_ps = 980

[global_routing]
grt_overflow = 0
via_count_of_the_first_global_routing_pass = 824
grt_max_degree = 8
grt_pass1_wl_mm = 4.146
antenna_found_initial = 0
grt_util_all_layers_pct = 7.873

[layout]
area.sequential_um2 = 0
area.combinational_um2 = 480.5
finalCoreUtilization_pct = 49.71
fraction_of_layout_cells_with_a_size_suffix_above_1_pct = 56.16
ff_count = 0
final.clkbuf_count = 0
fillCellCount = 327
synthToLayoutAreaGrowth_pct = 212.0

[hold_path]
holdCritPathClass = in2out

[placed_design]
io_buffer_count = 97
gpl.final_weighted_congestion = 0.7595
dpl.hpwl_mm = 2.396
pre_cts_ws_ps = -496.6

[pwr]
power_report.internal_total_uw = 519.2
power_per_cell_area_nw_per_um2 = 388.7
p_seq_share_pct = 0
leakagePower_uw = 0.0009905
sw_frac_of_total_pct = 21.33
clock_power_share_pct = 0
pwr-share-comb_pct = 100.0
vdd_ir_drop_max_v = 0.0001734
net-switching-power_uw = 140.8

[run]
openroad.warnings = 34
max_cap_violations = 0

[clock_network]
post_cts_hold_buffers = 0

-- per-layer routing --
layer	up-vias	wire (um)	global-route usage [%]
li1	362	-	-
met1	317	1142	8.965
met2	51	1394	14.29
met3	0	313	3.068
met4	0	0	0
met5	-	0	0
-- power by group through the flow --
stage / combinational [uW] / clock [uW] / sequential, uW
after CTS: 644 / 0 / 0
after global routing: 706 / 0 / 0
final: 660 / 0 / 0
-- stage by stage --
step / cell area [um^2] / power, uW / hold slack [ps] / std cells / setup TNS, ps
CTS: 1607 / 643.6 / 800.4 / 192 / -5196
global route: 1698 / 705.6 / 714.1 / 192 / -5619
floorplan: 544.3 / 206.3 / 497.7 / 36 / 0
detailed placement: 1536 / 654.9 / 1335 / 177 / -15270
global placement: 1536 / 653.8 / 1331 / 177 / -15250
finish: 1698 / 659.9 / 694.3 / 192 / -5032
-- cell families after synthesis --
family | Yosys count | share of synthesized area (%)
mux | 32 | 86.90
buf+inv | 4 | 13.10
-- final timing paths --
kind | start | end | slack, ps | cells after the start
min | data_1[24] | data_out[24] | 690 | 3
max | data_select | data_out[31] | -180 | 5
-- layout by cell type (no fill, tap or decap) --
cell type / netlist / routed
sky130_fd_sc_hd__clkdlybuf4s50_1: 0 / 10
sky130_fd_sc_hd__buf_12: 3 / 3
sky130_fd_sc_hd__dlymetal6s2s_1: 0 / 14
sky130_fd_sc_hd__buf_2: 0 / 12
sky130_fd_sc_hd__dlygate4sd2_1: 0 / 40
sky130_fd_sc_hd__buf_4: 0 / 2
sky130_fd_sc_hd__buf_6: 1 / 29
sky130_fd_sc_hd__buf_8: 0 / 3
sky130_fd_sc_hd__buf_16: 0 / 1
sky130_fd_sc_hd__mux2_4: 30 / 32
-- what timing repair did --
action	in CTS	in global routing
buffers inserted	14	0
gates cloned	1	0
endpoints found under the setup margin	32	32
gates resized	170	23
-- final cells by class --
| cell class | instances | area share, % |
|---|---|---|
| multi-input cells | 32 | 28.30 |
| well taps | 46 | 3.390 |
| repair buffers | 114 | 68.31 |
-- worst max-delay path, delay by kind of cell --
family,cells,cell delay (ps)
muxes,1,300
buffers and inverters,4,470
No activity file was given, so power comes from the tool's default toggle rates.
